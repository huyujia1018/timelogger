==> design.v <==
module time_module
(
clk,
flag,
rst,
key2,key3,
shi,fen,miao,
year,month,dat,
week,
en_sel,
scan_flag
);
input clk;
input [3:0] flag;
input rst;
input key2,key3;
output [7:0] shi,fen,miao;
output [7:0] month,dat;
output [14:0] year;
output [3:0] week;
output en_sel;
output scan_flag;
 reg [14:0] year;
 reg [7:0] shi,fen,miao,month,dat;
 reg en_sel;
 reg [31:0] count2;
 reg  scan_flag;
 always @ (posedge clk or negedge rst)  
 begin
  if(!rst)
  begin
   scan_flag<=1'b0;
  end
  else
  begin
   count2<=count2+1;
   if(count2==32'd10000000)
   begin
    count2<=32'b0;
    scan_flag<=~scan_flag;
   end
  end
 end
 reg [31:0] count1;
 reg[3:0] week;
 reg[7:0] dat_flag;
 always @ (posedge clk or negedge rst )   
 begin
   if(!rst)
   begin  
   shi<=8'b0;fen<=8'b0;miao<=8'b0;
   month<=8'd7;dat<=8'd9;year<=16'd2020;week<=4'd3;
	count1 <= 32'd0;
	end
	else
	 begin 
    shi<=shi;fen<=fen;miao<=miao;
    month<=month;dat<=dat;year<=year;week<=week;	
   if(month==8'd1||month==8'd3||month==8'd5||month==8'd7||month==8'd8||month==8'd10||month==8'd12)
    dat_flag<=8'd31;
   else if(month==8'd4||month==8'd6||month==8'd9||month==8'd11)
    dat_flag<=8'd30;
   else if(month==8'd2)
   begin
    if(year % 4 == 0 && year % 100 != 0 || year % 400 == 0)
     dat_flag<=28;
    else dat_flag<=27;
   end
   case(flag)
   4'b0000 :
    begin
     en_sel<=1'b1;     
     count1<=count1+1'b1;
     if(count1==32'd49999999)
     begin
      count1<=1'b0;
      miao<=miao+1'b1;
      if(miao==8'd59)
      begin
       miao<=1'b0;
       fen<=fen+1'b1;
       if(fen==8'd59)
       begin
        fen<=1'b0;
        shi<=shi+1'b1;
        if(shi==8'd23)
        begin
         shi<=1'b0;
         dat<=dat+1'b1;
         week<=week+1'b1;
         if(week==4'b0110)
          week<=1'b1;
         if(dat==dat_flag)
         begin
          dat<=8'd1;
          month<=month+1'b1;
          if(month==8'd12)
          begin
           month<=8'd1;
           year<=year+1'b1;
           if(year==16'd9999)
            year<=16'd0;  
          end
         end         
        end
       end
      end
     end
    end
   4'b0001 :
    begin
     count1<=32'b0; 
	  shi<=shi;fen<=fen;miao<=miao;year<=year;month<=month;dat<=dat;week<=week;
    end
   4'b0010 :  
    begin
     case(scan_flag)
     1'b0:
      begin
       count1<=32'b0;  
       year<=15'd80;
      end
     1'b1:
      begin
       count1<=32'b0;  
      end
     endcase
     if(key2)  
     begin 
      year<=year+1'b1;
      if(year==16'd9999)
       year<=16'd0;
     end
     if(key3)  
     begin 
      year<=year-1'b1;
      if(year==16'd0)
       year<=16'd9999;
     end
    end
   4'b0011 :  
    begin
     case(scan_flag)
     1'b0:
      begin
       count1<=32'b0;  
       month<= 8'd80;
      end
     1'b1:
      begin
       count1<=32'b0;  
      end
     endcase
     if(key2)  
     begin 
      month<=month+1'b1;
      if(month==8'd12)
       month<=8'd0;
     end
     if(key3)  
     begin 
      month<=month-1'b1;
      if(month==8'd0)
       month<=8'd12;
     end
    end    
   4'b0100 :  
    begin
     case(scan_flag)
     1'b0:
      begin
       count1<=32'b0;  
       dat<= 8'd80;
      end
     1'b1:
      begin
       count1<=32'b0;  
      end
     endcase
     if(key2)  
     begin 
      dat<=dat+1'b1;
      if(dat==dat_flag)
       dat<=8'd0;
     end
     if(key3)  
     begin 
      dat<=dat-1'b1;
      if(dat==8'd0)
       dat<=dat_flag;
     end
    end     
   4'b0101 :  
    begin
     case(scan_flag)
     1'b0:
      begin
       count1<=32'b0;  
       week<= 8'd80;
      end
     1'b1:
      begin
       count1<=32'b0;  
      end
     endcase
     if(key2)  
     begin 
      week<=week+1'b1;
      if(week==4'd6)
       week<=4'd0;
     end
     if(key3)  
     begin 
      week<=week-1'b1;
      if(week==4'd0)
       week<=4'd7;
     end
    end 
   4'b0110 :  
    begin
     case(scan_flag)
     1'b0:
      begin
       count1<=32'b0;  
       shi<= 8'd80;
      end
     1'b1:
      begin
       count1<=32'b0;  
      end
     endcase
     if(key2)  
     begin 
      shi<=shi+8'b00000001;
      if(shi==8'd23)
       shi<=8'b0;
     end
     if(key3)  
     begin 
      shi<=shi-8'b00000001;
      if(shi==8'b0)
       shi<=23;
     end
    end
   4'b0111 :  
    begin
     case(scan_flag)
     1'b0:
      begin
       count1<=32'b0;  
       fen<= 8'd80;
      end
     1'b1:
      begin
       count1<=32'b0;  
      end
     endcase
     if(key2)  
     begin 
      fen<=fen+8'b00000001;
      if(fen==8'd59)
       fen<=8'b0;
     end
     if(key3)  
     begin 
      fen<=fen-8'b00000001;
      if(fen==8'b0)
       fen<=59;
     end
    end    
   4'b1000 :  
    begin
     case(scan_flag)
     1'b0:
      begin
       count1<=32'b0;  
       miao<= 8'd80;
      end
     1'b1:
      begin
       count1<=32'b0;  
      end
     endcase
     if(key2)  
     begin 
      miao<=miao+8'b00000001;
      if(miao==8'd59)
       miao<=8'b0;
     end
     if(key3)  
     begin 
      miao<=miao-8'b00000001;
      if(miao==8'b0)
       miao<=59;
     end
    end
   endcase
  end 
end  
endmodule
==> run.sh <==
#!/bin/bash
# OpenROAD 26Q1-2900-gdf79404cd8, Yosys 0.63+post, stock flow scripts
make -C /OpenROAD-flow-scripts/flow DESIGN_CONFIG=/design/flow/config.mk WORK_HOME=/design/flow/orfs finish
==> config.mk <==
export PLATFORM = sky130hd
export DESIGN_NAME = time_module
export DESIGN_NICKNAME = time_module
export VERILOG_FILES = /design/flow/design.v
export SDC_FILE = /design/flow/constraint.sdc
export NUM_CORES = 4
export LEC_CHECK = 1
export CORE_UTILIZATION = 50
==> constraint.sdc <==
current_design time_module

set clk_period 11.7
set clk_io_pct 0.2

create_clock -name clk0 -period $clk_period [get_ports {clk}]

set non_clock_inputs [all_inputs -no_clocks]
set_input_delay [expr $clk_period * $clk_io_pct] -clock clk0 $non_clock_inputs
set_output_delay [expr $clk_period * $clk_io_pct] -clock clk0 [all_outputs]
==> out/qor.rpt <==
POWER
---------------------------------------------------------------------------------
Worst-case vdd ir drop                                                   0.117 mV
Ratio of total power to cell area                                      165 nW/um2
LEAKAGE                                                                   4.53 nW
Final Total Pwr                                                           1.97 mW

LOGIC SYNTHESIS
---------------------------------------------------------------------------------
Share of async-settable or async-resettable flops after synthesis           72.4%
Cell area leaders                                                    sky130_fd_sc_hd__dfrtp_1, sky130_fd_sc_hd__edfxtp_1, sky130_fd_sc_hd__o21ai_0, sky130_fd_sc_hd__nand2_1, sky130_fd_sc_hd__a21oi_1
Number of synthesized register bits                                           127
And+or+nand+nor area frac                                                   27.1%
Library cell with the highest instance count after synthesis         sky130_fd_sc_hd__nand2_1
Fraction of the yosys area taken by sequential cells                        32.2%
Proportion of netlist area held by the largest area contributor             18.6%
Dominant kind of combinational cell                                  simple AND/OR/NAND/NOR gates
Most common reg cell                                                 sky130_fd_sc_hd__dfrtp_1
Area reported by Yosys stat                                             10500 um2
Total number of yosys warnings                                                  1
Most common library cells after synthesis                            sky130_fd_sc_hd__nand2_1, sky130_fd_sc_hd__o21ai_0, sky130_fd_sc_hd__nor2_1
Unique masters post-synth                                                      92
Yosys Instances                                                              1343
Share of the synthesized netlist area taken by xor and xnor gates           5.75%
Mux contribution to synthesized area                                       0.347%
Mean area per synthesized cell                                           7.80 um2
Post-synth top area cell                                             sky130_fd_sc_hd__dfrtp_1
Count of flip-flops with a built-in enable after synthesis                     35
Synthesized netlist cell count                                               1343
Post-synthesis share of cell area spent on and-or and or-and gates          27.0%
Post-synthesis instance area                                            10500 um2
Area fraction in full adders, half adders and majority gates                3.44%

PLACED DESIGN
---------------------------------------------------------------------------------
Placer congestion estimate                                                  0.919
Total instance count after detailed placement                                1626
HPWL after DPL                                                           18800 um
Pre-CTS setup slack                                                       4270 ps
Placed Area                                                             11300 um2
Port Buf Inserts                                                               67

FINAL TIMING
---------------------------------------------------------------------------------
Final Hold Fails                                                                0
Worst hold margin                                                          493 ps
Setup skew after layout                                                   16.9 ps
F_max                                                                   0.132 GHz
Minimum clock period                                                      7560 ps
Count of final setup violators                                                  0
RSZ-0062 raised after global routing                                        false
Total negative slack for setup checks                                        0 ps
Slew Limit Headroom                                                         41.1%
Final worst slack                                                         4140 ps
Pin slew with the least headroom to its limit                              883 ps
Final clock period utilization by the worst path                            64.7%
Final max-slew violation count                                                  0

DRT
---------------------------------------------------------------------------------
Total length of routed wires                                             26900 um
DRC violation count after routing                                               0
DRT Pass-1 Iters                                                                5
Antenna cells                                                                   0
Total via count in the routed design                                        10200
Drt wl/cell                                                               16.2 um
Post-DR vias/cell                                                            6.18
Violation count after the first detailed-route iteration                      723
Post-detailed-route count of antenna-violating nets                             0

CLOCK TREE
---------------------------------------------------------------------------------
Count of cells resized by post-cts repair                                       0
TritonCTS buffer count                                                         17
Clock tree buffer depth                                                         2
CTS tree                                                                     done
Clk sinks                                                                     127
CTS hold repair buffers                                                         0
Root buffer cell                                                     sky130_fd_sc_hd__clkbuf_16
Number of buffers added for setup after CTS                                     0
CTS clock-pin slew for the worst setup and hold paths                       60 ps
H-Tree Depth                                                                    4
Clock insertion delay at the later pin of the skew report                  420 ps

CRITICAL PATH
---------------------------------------------------------------------------------
Worst flop-to-flop path startpoint                                   year[11]$_DFFE_PN0P_
FF-to-FF path depth                                                            25
Critical Path Source                                                 year[11]$_DFFE_PN0P_
Reg2reg end                                                          dat_flag[0]$_SDFFCE_PP1P_
Kind of end point of the critical path                                       flop
Logic depth of the worst path, buffers included                                25
Buffering stage count on the worst path with inverters included                 0
Req. time, crit path                                                     11860 ps
Worst reg2reg setup slack                                                 4140 ps
CP max-delay cell                                                    sky130_fd_sc_hd__a31oi_1
Classification of the worst setup path                                    reg2reg
Critical Path Max Stage Delay                                              690 ps
Gate family responsible for the most delay along the worst path      AND-OR/OR-AND gates
Critical path fanouts, max                                                     17
Startpoint type of the worst setup path                                      flop
Crit path DAT                                                             7720 ps

GLOBAL ROUTE
---------------------------------------------------------------------------------
Largest net degree at the start of global routing                              46
Vias in the first global route                                               9287
Total congestion overflow                                                       0
Total global routing track utilization                                      26.4%
Wire length of the first global-routing pass                             45900 um
Antenna violations before repair                                                0

FLOORPLAN
---------------------------------------------------------------------------------
Area enclosed by the die boundary                                       21500 um2
Die Width                                                                  147 um
Floorplan core area                                                     20400 um2
Standard-cell rows                                                             52
Count of pins on the block boundary                                            69
Die outline height                                                         147 um
FP Core Util                                                                51.4%

CELLS AND AREA
---------------------------------------------------------------------------------
Final design utilization                                                    58.6%
Share of post-route cells with drive strength above 1                       7.13%
Number of standard cells in the layout, taps in and fillers out              1658
Area Overhead vs Synth                                                      14.0%
Final non-filler cell area                                              11900 um2

WORST HOLD PATH
---------------------------------------------------------------------------------
Hold Crit Depth                                                                 1
Worst min path class                                                      reg2reg
Hold Path End                                                        count1[31]$_DFFE_PN0P_
HP Start                                                             count1[31]$_DFFE_PN0P_

RUN
---------------------------------------------------------------------------------
Total number of warnings across the stage logs                                 44
Number of max-cap violations                                                    0

RUN STATUS
---------------------------------------------------------------------------------
Result of the run                                                    finished, final reports clean

[routing by layer]
| layer | up-vias | GRT usage, % | routed length (um) | share of wire [%] |
|---|---|---|---|---|
| met3 | 20 | 3.07 | 1420 | 5.3 |
| met5 | - | 0 | 0 | 0 |
| met4 | 0 | 2.71 | 204 | 0.76 |
| met1 | 4851 | 41.9 | 12900 | 48 |
| met2 | 295 | 41.7 | 12400 | 46 |
| li1 | 5082 | - | - | - |
[area by class of cell]
cell class,count,area (um2)
Sequential cell,127,3370
Fill cell,1830,8430
Clock buffer,17,425
Multi-Input combinational cell,1112,6690
Tap cell,270,338
Inverter,34,128
Clock inverter,15,188
Timing Repair Buffer,83,792
[registers in the layout (all words and copies together), names as in the netlist]
name,flops
dat_flag,3
dat,8
miao,8
count1,32
week,4
year,15
shi,8
month,8
scan_flag,1
count2,32
fen,8
[worst max-delay path by stage]
stage,to,slack (ps)
CTS,dat_flag[0]$_SDFFCE_PP1P_,4210
global route,dat_flag[0]$_SDFFCE_PP1P_,3520
finish,dat_flag[0]$_SDFFCE_PP1P_,4140
[power by group]
group          internal (mW)  switching (mW)  total, mW
clock network          0.327           0.231      0.558
logic                  0.345           0.366      0.710
registers              0.541           0.157      0.698
[logic make-up after synthesis]
family / count (synthesis)
xor gates and xnor gates: 67
and+or+nand+nor: 573
DFF: 127
AOI/OAI and AO/OA: 439
muxes: 3
buffers and inverters: 104
other: 1
adders and majority gates: 29
[layout by cell type (no fill, tap or decap), drive strengths merged, types with 17 or more instances in the layout]
| cell | n |
|---|---|
| nand2 | 167 |
| a211oi | 19 |
| and3 | 37 |
| nor4 | 19 |
| edfxtp | 35 |
| dfrtp | 78 |
| ha | 28 |
| buf | 17 |
| nor3 | 42 |
| nor2 | 117 |
| o21ai | 140 |
| clkbuf | 17 |
| xnor2 | 37 |
| a31oi | 33 |
| o31ai | 29 |
| clkdlybuf4s50 | 66 |
| a21oi | 96 |
| nand4 | 19 |
| xor2 | 30 |
| inv | 46 |
| nand3 | 68 |
| and2 | 22 |
[worst register-to-register path: stages (launching register included)]
cell	delay, ps
sky130_fd_sc_hd__dfrtp_1	540
sky130_fd_sc_hd__nor3_2	430
sky130_fd_sc_hd__nor2_1	80
sky130_fd_sc_hd__ha_1	190
sky130_fd_sc_hd__nand3b_1	200
sky130_fd_sc_hd__o22a_2	290
sky130_fd_sc_hd__a211o_1	310
sky130_fd_sc_hd__xor2_2	210
sky130_fd_sc_hd__a31oi_1	690
sky130_fd_sc_hd__nor2_1	130
sky130_fd_sc_hd__or4_1	530
sky130_fd_sc_hd__a21o_1	250
sky130_fd_sc_hd__a211o_1	310
sky130_fd_sc_hd__or3_1	340
sky130_fd_sc_hd__o211a_2	180
sky130_fd_sc_hd__a31oi_2	180
sky130_fd_sc_hd__or4_1	310
sky130_fd_sc_hd__a211oi_2	110
sky130_fd_sc_hd__nor4_1	430
sky130_fd_sc_hd__a21oi_1	220
sky130_fd_sc_hd__o31ai_2	330
sky130_fd_sc_hd__mux2_4	340
sky130_fd_sc_hd__o31a_1	240
sky130_fd_sc_hd__o21ai_1	160
sky130_fd_sc_hd__o21ai_2	80
sky130_fd_sc_hd__a22o_1	230
Power and IR drop assume default switching activity.
