--- design.v ---
module stopwatch_module
( clk,  RSTn3, key, HEX0, HEX1, HEX2, HEX3);  
input clk;
input RSTn3;
input key;
output [6:0] HEX0;
output [6:0] HEX1;
output [6:0] HEX2;
output [6:0] HEX3;
reg ST1;
reg [3:0] SecL = 4'd0;
reg [3:0] SecH = 4'd0;
reg [3:0] MinL = 4'd0;
reg [3:0] MinH = 4'd0;
reg  [6:0] HEX0;
reg  [6:0] HEX1;
reg  [6:0] HEX2;
reg  [6:0] HEX3;
parameter     _0 = 7'b1000000, _1 = 7'b1111001, _2 = 7'b0100100,
			 	  _3 = 7'b0110000, _4 = 7'b0011001, _5 = 7'b0010010,
			 	  _6 = 7'b0000010, _7 = 7'b1111000, _8 = 7'b0000000,
				  _9 = 7'b0010000, _10 = 7'b1111111;
reg CLK = 0;
reg [24:0]Count;
parameter T1HZ = 25'd25_000_000;
always @ (posedge clk)
    begin 
	   if(Count == T1HZ - 25'b1 )
		    begin
					Count <= 0;
					CLK <= ~CLK;
				end
			else
				Count <= Count + 1;
		end				  
always @ (negedge RSTn3  or negedge key )
    begin 
	   if (RSTn3 == 0)
		  begin
		    ST1 <= 0;
		  end
		else 
		  begin 
		    if (ST1 == 1)
			   begin
				  ST1 <= 0;
				end
			 else
			   ST1 <= 1;
			end 			
	end 
	always @ ( posedge CLK  or negedge RSTn3 )
		begin
			if( !RSTn3 )
				begin 
					SecL <= 0;
					SecH <= 0;
					MinL <= 0;
					MinH <= 0;
				end
			else
				begin
                if( ST1 == 1 )
					   begin
							  SecL <= SecL;
					        SecH <= SecH;
					        MinL <= MinL;
					        MinH <= MinH;
						end
				    else
					 	begin 	  
							if( SecL == 'd9 )
						begin 
			            SecL <= 0;			
							if( SecH == 'd5 )
								begin
								   SecH <= 0;
									if( MinL == 'd9 )
										begin
											MinL <= 0;
											if( MinH == 'd5 )
												begin
													MinH <= 0;
                                    end
											else
												MinH <= MinH + 1;
										end
									else
										MinL <= MinL + 1;
								end
							else
								SecH <= SecH + 1;
						end
					else
						SecL <= SecL + 1;
				end
			end
		end	  
always @ (posedge clk)
    begin 
      case(SecL)	 
						'd0:  HEX0 = _0;
						'd1:  HEX0 = _1;
						'd2:  HEX0 = _2;
						'd3:  HEX0 = _3;
						'd4:  HEX0 = _4;
						'd5:  HEX0 = _5;
						'd6:  HEX0 = _6;
						'd7:  HEX0 = _7;
						'd8:  HEX0 = _8;
						'd9:  HEX0 = _9;
						'd10:  HEX0 = _10;
      endcase	
      case(SecH)	 
						'd0:  HEX1 = _0;
						'd1:  HEX1 = _1;
						'd2:  HEX1 = _2;
						'd3:  HEX1 = _3;
						'd4:  HEX1 = _4;
						'd5:  HEX1 = _5;
						'd6:  HEX1 = _6;
						'd7:  HEX1 = _7;
						'd8:  HEX1 = _8;
						'd9:  HEX1 = _9;
						'd10:  HEX1 = _10;
      endcase	
      case(MinL)	 
						'd0:  HEX2 = _0;
						'd1:  HEX2 = _1;
						'd2:  HEX2 = _2;
						'd3:  HEX2 = _3;
						'd4:  HEX2 = _4;
						'd5:  HEX2 = _5;
						'd6:  HEX2 = _6;
						'd7:  HEX2 = _7;
						'd8:  HEX2 = _8;
						'd9:  HEX2 = _9;
						'd10:  HEX2 = _10;
      endcase			
      case(MinH)	 
						'd0:  HEX3 = _0;
						'd1:  HEX3 = _1;
						'd2:  HEX3 = _2;
						'd3:  HEX3 = _3;
						'd4:  HEX3 = _4;
						'd5:  HEX3 = _5;
						'd6:  HEX3 = _6;
						'd7:  HEX3 = _7;
						'd8:  HEX3 = _8;
						'd9:  HEX3 = _9;
						'd10:  HEX3 = _10;
      endcase			
	end
endmodule
--- run.sh ---
#!/bin/bash
# OpenROAD 26Q1-2900-gdf79404cd8, Yosys 0.63+post, stock flow scripts
make -C /OpenROAD-flow-scripts/flow DESIGN_CONFIG=/design/flow/config.mk WORK_HOME=/design/flow/orfs finish
--- constraint.sdc ---
current_design stopwatch_module

set clk_period 4.6
set clk_io_pct 0.2

create_clock -name clk0 -period $clk_period [get_ports {clk}]
create_clock -name clk1 -period $clk_period [get_ports {key}]

set non_clock_inputs [all_inputs -no_clocks]
set_input_delay [expr $clk_period * $clk_io_pct] -clock clk0 $non_clock_inputs
set_output_delay [expr $clk_period * $clk_io_pct] -clock clk0 [all_outputs]
--- config.mk ---
export PLATFORM = sky130hd
export DESIGN_NAME = stopwatch_module
export DESIGN_NICKNAME = stopwatch_module
export VERILOG_FILES = /design/flow/design.v
export SDC_FILE = /design/flow/constraint.sdc
export NUM_CORES = 4
export LEC_CHECK = 1
export CORE_UTILIZATION = 40
==> results.json <==
{
  "ioPinCount": 31,
  "fp-utilization": 0.417,
  "drt-met1-wl_mm": 2.77,
  "synth-edff-count": 29,
  "yosysSeqAreaShare": 0.520,
  "path_depth": 2,
  "power-per-cell-area_nw_per_um2": 202,
  "worst_pin_slew_ps": 825,
  "top_area_frac": 0.252,
  "worstHoldEndpoint": "ST1",
  "wl_mm": 5.64,
  "required_ps": 2550,
  "crit-reg2reg-launch": "Count[0]",
  "core_area_um2": 8300,
  "ctsHoldBuffers": 0,
  "clock_path_buffers": 2,
  "fin_ws_ps": 927,
  "status": "completed",
  "diodes": 0,
  "dp_cells": 457,
  "unconstrained_endpoints": 72,
  "timing.setup.tns_ps": 0,
  "netlist_area_um2": 3460,
  "top_layer_used": "met5",
  "ys_cells": 342,
  "setup_violations": 0,
  "drive_gt1_frac": 0.0556,
  "unclocked_pins": 16,
  "slew_viol_final": 0,
  "min_path_cells": 1,
  "relSlewSlack": 0.446,
  "r2r_slack_ps": 2320,
  "critPathBufInv": 2,
  "met3_length_um": 191,
  "grt_pass1_vias": 2151,
  "grt_usage": 0.138,
  "wl_per_cell_um": 12.1,
  "cp_top_family": "buffers and inverters",
  "synth_cells": 342,
  "cts_made_buffers": 5,
  "max-cap-violations": 0,
  "ys_top_cells_by_area": "edfxtp_1 25%, dfxtp_1 14%, dfrtp_1 12%",
  "crit_path_start_kind": "input port",
  "end_kind": "async pin",
  "dr.pass1.iters": 4,
  "viasPerCell": 5.21,
  "drt_drc_violations_left": 0,
  "cts_root_buffer": "clkbuf_8",
  "warning_count": 27,
  "hold_viol": 0,
  "die_w_um": 95.0,
  "crit_slowest_cell": "clkdlybuf4s50_1",
  "gp_congestion": 0.790,
  "overflow": 0,
  "die_area_um2": 9020,
  "pre_cts_ws_ps": 910,
  "die_h_um": 95.0,
  "rows": 33,
  "async_reset_ff_frac": 0.239,
  "numPortBuffers": 29,
  "wl_met2_mm": 2.56,
  "power_leakage_nw": 1.52,
  "grt_antenna_before_repair": 1,
  "ys.flops": 71,
  "htree_levels": 2,
  "yosysUniqueCellTypes": 53,
  "ir_worst_vdd_mv": 0.133,
  "grt_max_degree": 18,
  "max_stage_delay_ps": 460,
  "cts.reportedPaths.clkPinSlew_ps": 0,
  "rr_worst_depth": 4,
  "drt_iter0_drc": 119,
  "postCtsSetupRepairBufs": 0,
  "ant_nets": 0,
  "path_max_fanout": 17,
  "hp-start": "ST1",
  "whs_ps": 391,
  "post-synth-top-area-cell": "edfxtp_1",
  "r2r-end": "CLK",
  "grt_pass1_wl_mm": 9.74,
  "path_class": "in -> async",
  "cts_tree": "done",
  "ys_area_um2": 3460,
  "cp_cell_sequence": "clkdlybuf4s50_1, buf_4",
  "hold_class": "reg -> reg",
  "skew_ps": 6.66,
  "yosysWarningCount": 1,
  "rsz0062_at_grt": "no",
  "dp_hpwl_mm": 3.86,
  "area_growth_syn_to_layout_pct": 12.5,
  "cts_resized": 0,
  "syn_avg_cell_area_um2": 10.1,
  "worstPathArrival_ps": 1620,
  "flop_cell": "edfxtp_1",
  "num_vias": 2424,
  "stdcell_count": 465
}
power breakdown:
part           switching, mW  internal, mW  total (mW)  leakage, nW
clock                  0.149         0.122       0.271       0.0482
combinational        0.00287       0.00131     0.00418        0.716
sequential                 0         0.511       0.511        0.755
total                  0.152         0.634       0.786         1.52
synthesized netlist by cell type, types with 3 or more instances:
cell type and count:
a21oi_1 19, xnor2_1 20, dfxtp_1 25, and3_1 5, nor2b_1 5, a21o_1 8, nor3_1 12, o31ai_1 8
o21ai_0 21, nand4_1 8, or4_1 6, inv_1 12, nand2b_1 10, nand3_1 15, clkbuf_1 13, buf_1 3
nor4bb_1 3, and4_1 4, dfrtp_1 16, nand2_1 28, o21a_1 3, nor2_1 19, edfxtp_1 29, xor2_1 9
o22ai_1 4, and2_1 3
cell usage in the layout, fill, tap and decap left out, types with 2 or more instances in the layout:
master	count
a221oi_1	2
o31ai_1	8
edfxtp_1	29
nor2b_1	5
inv_1	12
and2_1	3
nor2_1	19
dfrtp_1	16
clkdlybuf4s50_1	29
or3_1	2
dfxtp_1	25
and4_1	4
o22ai_1	4
nor3_1	12
mux2_2	2
nor4bb_1	3
a21o_1	8
buf_4	2
nand4_1	8
a21oi_1	19
nor3b_1	2
nand3_1	15
nand4_4	2
clkbuf_8	6
nand2b_1	10
o21ai_0	21
xor2_1	9
nand2_1	28
and3_1	5
xnor2_1	20
or4_1	6
o21a_1	3
area by class of cell:
class,count,area [um^2]
fillers,792,4410
clock buffers,7,86.3
flip-flops and latches,71,1800
clock inverters,1,5.00
repair buffers,31,305
inverters,12,45.0
well taps,105,131
multi-input cells,238,1520
worst max path at each step:
stage | endpoint | slack [ps] | start
after CTS | ST1 | 900 | RSTn3
final | ST1 | 930 | RSTn3
after global routing | ST1 | 870 | RSTn3
routing by layer:
layer | vias to the layer above | GRT usage
met4 | 2 | 0.0202
met3 | 11 | 0.0270
met1 | 1104 | 0.206
met2 | 30 | 0.222
met5 | - | 0
li1 | 1277 | -
kinds of logic (layout without fill, tap and decap cells):
group | count (synthesis) | after routing | synth area share
compound gates | 75 | 75 | 0.135
xor+xnor | 29 | 29 | 0.0735
mux | 2 | 2 | 0.00651
fa+ha+maj | 1 | 1 | 0.00362
flops | 71 | 71 | 0.520
simple gates | 131 | 131 | 0.221
buf+inv | 33 | 51 | 0.0409
stage by stage:
step | total power [mW] | instance area [um^2] | utilization
final | 0.786 | 3890 | 0.469
after global routing | 0.816 | 3890 | 0.469
after CTS | 0.796 | 3890 | 0.469
after floorplan | 0.522 | 3460 | -
after global placement | 0.526 | 3800 | 0.458
after detailed placement | 0.526 | 3800 | 0.458
registers in the layout, summed over array words and instances, names as in the netlist:
signal  cells
Count      25
HEX0        7
HEX1        7
HEX2        7
HEX3        7
MinH        4
MinL        4
SecH        4
SecL        4
CLK         1
ST1         1
No activity file was given, so power comes from the tool's default toggle rates.
