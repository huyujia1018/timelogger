==> flow/design.v <==
module alarm_module
(
clk,
shi,
fen, 
RST_CLK1,RST_CLK2,
SW2,SW3,
HEX4,HEX5,HEX6,HEX7,
Led_Out1,
);
input clk;
input RST_CLK1,RST_CLK2;
input SW2,SW3;
input shi,fen;
output [6:0] HEX4;
output [6:0] HEX5;
output [6:0] HEX6;
output [6:0] HEX7;
output Led_Out1;
reg [3:0] HourL = 4'd0;
reg [3:0] HourH = 4'd0;
reg [3:0] MinL = 4'd0;
reg [3:0] MinH = 4'd0;
reg  [6:0] HEX4;
reg  [6:0] HEX5;
reg  [6:0] HEX6;
reg  [6:0] HEX7;
 parameter     _0 = 7'b1000000, _1 = 7'b1111001, _2 = 7'b0100100,
			 	  _3 = 7'b0110000, _4 = 7'b0011001, _5 = 7'b0010010,
			 	  _6 = 7'b0000010, _7 = 7'b1111000, _8 = 7'b0000000,
				  _9 = 7'b0010000, _10 = 7'b1111111;
reg CLK_1HZ = 0;
reg [24:0]Count;
parameter T1HZ = 25'd25_000_000;
always @ (posedge clk)
    begin 
	   if(Count == T1HZ - 25'b1 )
		    begin
					Count <= 0;
					CLK_1HZ <= ~CLK_1HZ;
				end
			else
				Count <= Count + 1;
		end				  
	always @ ( posedge CLK_1HZ  or negedge RST_CLK1 )
		begin
			if( !RST_CLK1 )
				begin 
					MinL <= 0;
					MinH <= 0;
				end
			else
				begin
                if( SW2 == 1 )
					   begin
							  MinL <= MinL;
					        MinH <= MinH;
						end
				    else
					 	begin 	  
							if( MinL == 'd9 )
								begin 
								MinL <= 0;			
								if( MinH == 'd5 )
										MinH <= 0;
								else
									MinH <= MinH + 1;
								end
							else
								MinL <= MinL + 1;
						end
				end
		end
			always @ ( posedge CLK_1HZ  or negedge RST_CLK2 )
		begin
			if( !RST_CLK2 )
				begin 
					HourL <= 0;
					HourH <= 0;
				end
			else
				begin
                if( SW3 == 1 )
					   begin
							  HourL <= HourL;
					        HourH <= HourH;
						end
				    else
					 	begin 	  
							if( HourL == 'd9 )
								begin
								HourL <= 0;			
								HourH <= HourH + 1;
								end
							else if(HourL == 'd3 && HourH == 'd2)
								begin
								HourL <= 0;
								HourH <= 0;
								end
							else
								HourL <= HourL + 1;
						end
				end
		end
wire [7:0] FEN;
wire [7:0] SHI;	
reg Led_Out1;	
assign FEN = MinL +MinH*10;
assign SHI = HourL +HourH*10;
always @ (posedge clk)
    begin 
	   if ( (FEN == fen) && (SHI == shi) )
		Led_Out1 <= 1;
		else  
		  Led_Out1 <= 0;
	 end
always @ (posedge clk)
    begin 
      case(MinL)	 
						'd0:  HEX4 = _0;
						'd1:  HEX4 = _1;
						'd2:  HEX4 = _2;
						'd3:  HEX4 = _3;
						'd4:  HEX4 = _4;
						'd5:  HEX4 = _5;
						'd6:  HEX4 = _6;
						'd7:  HEX4 = _7;
						'd8:  HEX4 = _8;
						'd9:  HEX4 = _9;
						'd10:  HEX4 = _10;
      endcase	
      case(MinH)	 
						'd0:  HEX5 = _0;
						'd1:  HEX5 = _1;
						'd2:  HEX5 = _2;
						'd3:  HEX5 = _3;
						'd4:  HEX5 = _4;
						'd5:  HEX5 = _5;
						'd6:  HEX5 = _6;
						'd7:  HEX5 = _7;
						'd8:  HEX5 = _8;
						'd9:  HEX5 = _9;
						'd10:  HEX5 = _10;
      endcase	
      case(HourL)	 
						'd0:  HEX6 = _0;
						'd1:  HEX6 = _1;
						'd2:  HEX6 = _2;
						'd3:  HEX6 = _3;
						'd4:  HEX6 = _4;
						'd5:  HEX6 = _5;
						'd6:  HEX6 = _6;
						'd7:  HEX6 = _7;
						'd8:  HEX6 = _8;
						'd9:  HEX6 = _9;
						'd10:  HEX6 = _10;
      endcase			
      case(HourH)	 
						'd0:  HEX7 = _0;
						'd1:  HEX7 = _1;
						'd2:  HEX7 = _2;
						'd3:  HEX7 = _3;
						'd4:  HEX7 = _4;
						'd5:  HEX7 = _5;
						'd6:  HEX7 = _6;
						'd7:  HEX7 = _7;
						'd8:  HEX7 = _8;
						'd9:  HEX7 = _9;
						'd10:  HEX7 = _10;
      endcase			
	 end
endmodule
==> flow/run.sh <==
#!/bin/bash
# OpenROAD 26Q1-2900-gdf79404cd8, Yosys 0.63+post, stock flow scripts
make -C /OpenROAD-flow-scripts/flow DESIGN_CONFIG=/design/flow/config.mk WORK_HOME=/design/flow/orfs finish
==> flow/config.mk <==
export PLATFORM = sky130hd
export DESIGN_NAME = alarm_module
export DESIGN_NICKNAME = alarm_module
export VERILOG_FILES = /design/flow/design.v
export SDC_FILE = /design/flow/constraint.sdc
export NUM_CORES = 4
export LEC_CHECK = 1
export CORE_UTILIZATION = 50
==> flow/constraint.sdc <==
current_design alarm_module

set clk_period 4.2
set clk_io_pct 0.2

create_clock -name clk0 -period $clk_period [get_ports {clk}]

set non_clock_inputs [all_inputs -no_clocks]
set_input_delay [expr $clk_period * $clk_io_pct] -clock clk0 $non_clock_inputs
set_output_delay [expr $clk_period * $clk_io_pct] -clock clk0 [all_outputs]
==> impl_metrics.csv <==
group,metric,value,unit
run_status,outcome,"finished, final reports clean",
final_layout,stdcell_count,532,
grt,grt_max_degree,19,
placed_design,io_buffers,35,
grt,gr-total-overflow,0,
placed_design,gp_congestion,0.8121,
placed_design,dp_cells,524,
final_timing,worst_pin_slew,0.8609,ns
clocking,cts_hold_buf,0,
power_and_ir_drop,total_power,0.8986,mW
die,coreArea,7687,sq um
setup_path,cp-start-kind,"flip-flop",
placed_design,post-place-ws,1.885,ns
grt,grt_pass1_vias,2451,
die,die_x,90.77,microns
logic_synthesis,yosysTopAreaCell,"edfxtp_1",
route,dr.pass1.iters,4,
logic_synthesis,synth_seq_share,0.4547,
final_timing,slew_headroom,0.4200,
logic_synthesis,postSynth.asyncResetShare,0.2254,
run,max-cap-violations,0,
route,vias_per_cell,5.357,
final_timing,unclocked_pins,16,
logic_synthesis,topCellsByArea,"edfxtp_1 22%, dfxtp_1 13%, dfrtp_1 10%, ha_1 7.3%, xnor2_1 5.3%",
power_and_ir_drop,ir_drop,0.1282,mV
final_timing,slew_violations,0,
setup_path,critPathMaxFanout,16,
logic_synthesis,synthDistinctLibCells,54,
final_timing,min_period,2.183,ns
die,fp_util,0.5125,
clocking,cts_tree,"built",
route,ant_nets,0,
run,tool_warnings,31,
die,fp-row-count,32,
clocking,root_buffer,"clkbuf_8",
final_timing,finalCritPeriodShare,0.5198,
final_timing,fin_skew,0.01089,ns
grt,track_usage,0.1723,
logic_synthesis,synth-edff-count,29,
clocking,cts_buffer_depth,2,
final_timing,setup_violations,0,
clocking,post_cts_resized,0,
logic_synthesis,syn_area_per_cell,9.801,sq um
final_timing,setup_slack,2.017,ns
die,io_pins,36,
logic_synthesis,yosys_warnings,1,
logic_synthesis,ys_chip_area,3940,sq um
route,wire_per_inst,12.28,microns
placed_design,dp_hpwl,4.748,mm
clocking,clkTransAtPathRegs,0.11,ns
setup_path,worstSetupPathType,"flip-flop to flip-flop",
route,wl,6.534,mm
power_and_ir_drop,p_leak,1.742,nW
logic_synthesis,syn-cell-area,3940,sq um
final_layout,layout-drive-gt1-share,0.04651,
logic_synthesis,netlist_instances,402,
logic_synthesis,ys.flop_type,"edfxtp_1",
clocking,cts_made_buffers,5,
clocking,htreeDepth,2,
clocking,worstSkewPairLatency,0.31,ns
logic_synthesis,synth-seq-cells,71,
setup_path,worstPathArrival,2.12,ns
grt,antenna_found_initial,0,
final_timing,untimed_endpoints,72,
setup_path,crit_required,4.14,ns
final_timing,hold_viol,0,
logic_synthesis,ys_cells,402,
power_and_ir_drop,power_density,201.4,nW/um^2
final_timing,tns,0,ns
setup_path,end_kind,"flip-flop",
clocking,cts_setup_buffers,0,
grt,grt_first_pass_wirelength,11.30,mm
route,vias,2850,
logic_synthesis,top_area_frac,0.2210,
final_timing,fmax,458.0,MHz
final_timing,rsz0062_at_grt,"no",
die,die-area,8239,sq um
route,drtIter0Drc,119,
die,die_h,90.77,microns
route,drcViolationCount,0,
hold_path,hp-class,"flip-flop to flip-flop",
route,diodes,0,
final_layout,area_growth,13.21,%
## cell usage in the layout (no fill, tap or decap), types with 12 or more instances in the layout
| master | n |
|---|---|
| a21oi_1 | 22 |
| clkdlybuf4s50_1 | 35 |
| dfrtp_1 | 16 |
| dfxtp_1 | 26 |
| edfxtp_1 | 29 |
| ha_1 | 23 |
| inv_1 | 20 |
| nand2_1 | 35 |
| nand3_1 | 17 |
| nor2_1 | 38 |
| o21ai_0 | 28 |
| xnor2_1 | 24 |
| xor2_1 | 12 |
## layout make-up
class | instances | area, sq um
Tap cell | 102 | 127.6
Clock buffer | 6 | 93.84
Fill cell | 696 | 3227
Multi-Input combinational cell | 295 | 2004
Sequential cell | 71 | 1792
Clock inverter | 2 | 13.76
Timing Repair Buffer | 35 | 350.3
Inverter | 21 | 78.83
## critical path, stage by stage, from the launching register on
cell and delay (ns):
dfxtp_1 0.38, ha_1 0.22, and4_1 0.31, nand2_1 0.15, nor4_4 0.75
## cells in the mapped netlist, types with 3 or more instances
| library cell | instances |
|---|---|
| inv_1 | 20 |
| o21ai_0 | 28 |
| nor3_1 | 10 |
| clkbuf_1 | 13 |
| nand4_1 | 9 |
| mux2i_1 | 3 |
| edfxtp_1 | 29 |
| a21oi_1 | 22 |
| nor2b_1 | 11 |
| a21o_1 | 4 |
| and3_1 | 4 |
| fa_1 | 4 |
| ha_1 | 23 |
| xor2_1 | 12 |
| nand2b_1 | 3 |
| dfrtp_1 | 16 |
| and4_1 | 4 |
| o22ai_1 | 3 |
| nand3_1 | 17 |
| nor2_1 | 38 |
| o31ai_1 | 3 |
| xnor2_1 | 24 |
| nand2_1 | 35 |
| dfxtp_1 | 26 |
## where the power goes
group,switching [mW],internal (mW)
Clock,0.172,0.154
Combinational,0.00658,0.00661
Sequential,0.000000512,0.559
## sequential cells by signal, summed over array words and instances, names as in the netlist
name	count
HourL	4
CLK_1HZ	1
Count	25
HEX6	7
HourH	4
MinH	4
HEX5	7
HEX4	7
MinL	4
HEX7	7
Led_Out1	1
## cell families (layout without fill, tap and decap cells)
family / Yosys count / after routing / share of synthesized area
simple gates: 149 / 149 / 0.2036
compound gates: 79 / 79 / 0.1213
flops: 71 / 71 / 0.4547
xor+xnor: 36 / 36 / 0.08002
buf+inv: 36 / 64 / 0.03652
fa+ha+maj: 27 / 27 / 0.09336
mux: 4 / 4 / 0.01048
## worst paths after layout
check | depth (start not counted) | slack, ns | startpoint | endpoint
max | 4 | 2.02 | Count[0] | CLK_1HZ
min | 1 | 0.48 | Count[0] | Count[0]
max reg2reg | 4 | 2.02 | Count[0] | CLK_1HZ
min reg2reg | 1 | 0.48 | Count[0] | Count[0]
## layer usage
layer,track usage,share of wire
met1,0.3109,0.52
met2,0.2462,0.44
met3,0.01885,0.023
met4,0.01455,0.0087
met5,0,0
## per-stage QoR
step | utilization | cell area, sq um | hold WS, ns
3_3_place_gp | 0.5662 | 4353 | 0.4414
2_1_floorplan | - | 3940 | 0.4296
5_1_grt | 0.5802 | 4461 | 0.5044
6_report | 0.5802 | 4461 | 0.4756
3_5_place_dp | 0.5662 | 4353 | 0.4551
4_1_cts | 0.5802 | 4461 | 0.4807
Power and IR drop assume default switching activity.
